File: ./design.v
module counter(
    input clk,
    input reset,
    input enable,                
    input [4:0] horas_ajustado,  
    input [5:0] minutos_ajustado,  
    input ajuste_horas,          
    input ajuste_minutos,        
    output reg [5:0] segundos,   
    output reg [5:0] minutos,    
    output reg [4:0] horas,      
    output reg [7:0] leds,
    output blk       
);
    assign blk = 1;
    always @(posedge clk) begin
        if (reset) begin
            segundos <= 0;
            minutos <= 0;
            horas <= 0;
            leds <= 8'b0;
        end else if (ajuste_horas) begin
            horas <= horas_ajustado;
        end else if (ajuste_minutos) begin
            minutos <= minutos_ajustado;
        end else if (enable) begin
            if (segundos == 59) begin
                segundos <= 0;
                if (minutos == 59) begin
                    minutos <= 0;
                    if (horas == 23) begin
                        horas <= 0;
                    end else begin
                        horas <= horas + 1;
                    end
                end else begin
                    minutos <= minutos + 1;
                end
            end else begin
                segundos <= segundos + 1;
            end
        end
        leds <= segundos;
    end
endmodule
module seven_segment_converter(
    input [3:0] numero,
    output reg [6:0] seg
);
    always @(*) begin
        case (numero)
            4'b0000: seg = 7'b0111111;  
            4'b0001: seg = 7'b0000110;  
            4'b0010: seg = 7'b1011011;  
            4'b0011: seg = 7'b1001111;  
            4'b0100: seg = 7'b1100110;  
            4'b0101: seg = 7'b1101101;  
            4'b0110: seg = 7'b1111101;  
            4'b0111: seg = 7'b0000111;  
            4'b1000: seg = 7'b1111111;  
            4'b1001: seg = 7'b1100111;  
            default: seg = 7'b0000000;  
        endcase
    end
endmodule
module digital_clock(
    input clk,
    input reset,
    input btn0,   
    input btn1,   
    output [6:0] display_horas_d,
    output [6:0] display_horas_u,
    output [6:0] display_minutos_d,
    output [6:0] display_minutos_u,
    output [7:0] leds,   
    output blk) ;
    parameter NORMAL = 2'b00;         
    parameter SET_HORAS = 2'b01;      
    parameter SET_MINUTOS = 2'b10;    
    reg [1:0] estado;   
    wire [5:0] segundos;       
    reg [5:0] minutos_ajustado;  
    reg [4:0] horas_ajustado;    
    reg enable_relogio;
    reg [5:0] minutos_contador;   
    reg [4:0] horas_contador;     
    reg btn0_ultimo, btn1_ultimo;
    counter cnt(
        .clk(clk),
        .reset(reset),
        .enable(enable_relogio),
        .segundos(segundos),
        .minutos(minutos_contador),
        .horas(horas_contador),
        .leds(leds),
        .horas_ajustado(horas_ajustado),   
        .minutos_ajustado(minutos_ajustado),  
        .ajuste_horas(estado == SET_HORAS),   
        .ajuste_minutos(estado == SET_MINUTOS),
        .blk(blk)
    );
    always @(posedge clk or posedge reset) begin
        if (reset) begin
            estado <= NORMAL;
            horas_ajustado <= 0;
            minutos_ajustado <= 0;
            enable_relogio <= 1;   
            btn0_ultimo <= 0;
            btn1_ultimo <= 0;
        end else begin
            if (btn0 && !btn0_ultimo) begin
                case (estado)
                    NORMAL: begin
                        estado <= SET_HORAS;
                        enable_relogio <= 0;   
                    end
                    SET_HORAS: begin
                        estado <= SET_MINUTOS;
                    end
                    SET_MINUTOS: begin
                        estado <= NORMAL;
                        enable_relogio <= 1;   
                    end
                endcase
            end
            if (btn1 && !btn1_ultimo) begin
                case (estado)
                    SET_HORAS: begin
                        if (horas_ajustado == 23) begin
                            horas_ajustado <= 0;
                        end else begin
                            horas_ajustado <= horas_ajustado + 1;
                        end
                    end
                    SET_MINUTOS: begin
                        if (minutos_ajustado == 59) begin
                            minutos_ajustado <= 0;
                        end else begin
                            minutos_ajustado <= minutos_ajustado + 1;
                        end
                    end
                endcase
            end
            btn0_ultimo <= btn0;
            btn1_ultimo <= btn1;
        end
    end
    seven_segment_converter converter_horas_u (
        .numero(horas_contador % 10),
        .seg(display_horas_u)
    );
    seven_segment_converter converter_horas_d (
        .numero((horas_contador / 10) % 10),
        .seg(display_horas_d)
    );
    seven_segment_converter converter_minutos_u (
        .numero(minutos_contador % 10),
        .seg(display_minutos_u)
    );
    seven_segment_converter converter_minutos_d (
        .numero((minutos_contador / 10) % 10),
        .seg(display_minutos_d)
    );
endmodule
File: ./run.sh
#!/bin/bash
# OpenROAD 26Q1-2900-gdf79404cd8, Yosys 0.63+post, stock flow scripts
make -C /OpenROAD-flow-scripts/flow DESIGN_CONFIG=/design/flow/config.mk WORK_HOME=/design/flow/orfs finish
File: ./config.mk
export PLATFORM = sky130hd
export DESIGN_NAME = digital_clock
export DESIGN_NICKNAME = digital_clock
export VERILOG_FILES = /design/flow/design.v
export SDC_FILE = /design/flow/constraint.sdc
export NUM_CORES = 4
export LEC_CHECK = 1
export CORE_UTILIZATION = 30
File: ./constraint.sdc
current_design digital_clock

set clk_period 4.0
set clk_io_pct 0.2

create_clock -name clk0 -period $clk_period [get_ports {clk}]

set non_clock_inputs [all_inputs -no_clocks]
set_input_delay [expr $clk_period * $clk_io_pct] -clock clk0 $non_clock_inputs
set_output_delay [expr $clk_period * $clk_io_pct] -clock clk0 [all_outputs]
==> Slide: Implementation Results <==
Implementation Results

Run status
  • Status: finished with violations
  • Failing checks: setup timing

Global routing
  • Initial antenna violation count: 0
  • Global route overflow: 0
  • Pin count of the biggest net entering global routing: 22
  • Global-route wire length before repair: roughly 11 mm
  • Total GRT Usage: around 12%
  • Vias in the first global route: ~2,600

Clock network
  • Clock buffer depth: 2
  • Cts hold-fix bufs: 0
  • Latest clock arrival within the worst-skew pair: about 290 ps
  • H-tree levels: 2
  • Clk sink count: 40
  • Clk root buf: clkbuf_8
  • Num CTS Buffers: 5
  • TritonCTS clock tree: done
  • Clk pin slew, worst setup/hold paths: ~80 ps

Cells and area
  • Layout fillers: ~1,000
  • Multi-input gate area: ~0.0022 mm2
  • Register area: 892.1 um2
  • Area Overhead vs Synth: 33.11%
  • Final cell count without fillers: between 500 and 600
  • Share of cells above drive strength 1: 28.16%
  • Most numerous logic cells after layout: 48 x buf_4, 32 x nand2_1, 28 x clkdlybuf4s50_1
  • Most common cell after layout, fill and taps aside: buf_4

Timing
  • Hold Fails Final Rpt: 0
  • Crit path time final: about 4000 ps
  • Final period util: 102.9%
  • Fin Clk Skew: roughly 6.6 ps
  • Max-slew headroom: between 60% and 70%
  • Unrepaired setup endpoints after global routing: true
  • WHS: about 380 ps
  • PnR worst setup slack: -116.6 ps
  • Worst slew pin tran: 539.8 ps
  • Final Max Slew Viols: 0
  • Setup violations, final: 7
  • Peak Freq: about 240 MHz

Floorplanning
  • Die W: between 100 and 150 um
  • Num ports: roughly 40
  • Core Util at FP: 30.89%
  • FP Rows: 37
  • Die height: 104.9 um
  • Die Area: roughly 0.011 mm2
  • Core region area: 0.01028 mm2

Power
  • Leak pwr: between 1.5 and 2 nW
  • Sw Ratio: 35.60%
  • Sw Pwr: 0.0006310 W
  • Clock power frac: approximately 18%
  • Pint: between 0.001 and 0.0015 W
  • Pwr/cell area: between 400 and 500 mW/mm2
  • Comb power frac: roughly 48%
  • Total power: approximately 0.0018 W
  • Max VDD drop: 0.3785 mV
  • Reg power frac: between 30% and 40%

Critical path
  • Worst endpoint data arrival time: 3320 ps
  • Critical path type: flop to output port
  • CP Launch Type: flop
  • Crit. End Element: output port
  • Worst EP required: roughly 3200 ps
  • Crit-path max FO: 3

Yosys
  • Synth Flop Type: dfxtp_1
  • Biggest area cells: dfxtp_1 15%, ha_1 13%, dfrtp_1 12%, nand2_1 4.1%, o21ai_0 4.1%
  • Top-area cell share: ~15%
  • Yosys chip area: roughly 0.0032 mm2
  • # Cells Yosys: 374
  • Sequential fraction of the synthesis area: between 20 and 30%
  • Synth cell types: 69
  • FFs w/ async S/R, synth: between 40% and 50%
  • Ys Warns: 7
  • Ys flops: 40
  • Number of synthesized flops with an enable pin: 0
  • Area leader, netlist: dfxtp_1
  • Post-synthesis cell area: 0.003174 mm2
  • Cells after synthesis: around 370
  • Avg Cell Area, Syn: 8.487 um2

Placement
  • Inst Count DP: 562
  • # port buffers: 36
  • Routability congestion estimate: 0.8426
  • Detailed placement HPWL: 4.883 mm

Routing
  • Drt pass-1 iters: 6
  • N_diodes: 0
  • Drt total wl: between 6 and 7 mm
  • WL per Instance: between 10 and 15 um
  • First DRT Iteration DRCs: slightly below 90
  • Post-route ant nets: 0
  • Detailed-route DRC error count: 0
  • Via density: 4.864
  • Routed via count: 2,855

Hold path
  • Hold WC Path Type: flop to flop

Run
  • Tool Warnings: 47
  • Max_cap viols: 0
==> area by class of cell <==
cell class / count / share of cell area (%)
Clock buffer: 5 / 1.629
Timing Repair Buffer: 88 / 17.44
Multi-Input combinational cell: 295 / 52.83
Clock inverter: 3 / 1.007
Inverter: 20 / 1.954
Tap cell: 136 / 4.027
Sequential cell: 40 / 21.11
==> synthesized netlist by cell type, drive strengths merged, types with 11 or more instances <==
master,count
nand2,35
ha,33
nor2,28
o21ai,28
dfxtp,23
inv,20
a21oi,16
dfrtp,15
nand3,14
buf,12
nor3,11
==> worst paths after layout <==
| path | start | to | slack [ps] | cells after the start |
|---|---|---|---|---|
| max | cnt.minutos[4]$_SDFFE_PP0P_ | display_minutos_u[6] | -120 | 13 |
| min | cnt.segundos[4]$_SDFFE_PP0P_ | cnt.leds[4]$_DFF_P_ | 380 | 0 |
| max reg2reg | cnt.minutos[5]$_SDFFE_PP0P_ | cnt.horas[4]$_SDFFE_PP0P_ | 1520 | 9 |
| min reg2reg | cnt.segundos[4]$_SDFFE_PP0P_ | cnt.leds[4]$_DFF_P_ | 380 | 0 |
| max in group asynchronous | reset | asynchronous set/reset pin | 2490 | 3 |
| min in group asynchronous | reset | minutos_ajustado[0]$_DFFE_PP0P_ | 1250 | 3 |
==> power groups by stage <==
stage | combinational [W] | clock (W) | sequential [W]
CTS | 0.000798 | 0.000332 | 0.000601
finish | 0.000843 | 0.000326 | 0.000604
global route | 0.000941 | 0.000345 | 0.000620
==> timing repair <==
action | CTS | global route
cloned | 0 | 1
setup buffers | 9 | 8
setup endpoints to repair | 18 | 21
hold endpoints to repair | 0 | 0
gates resized | 52 | 21
pin swaps | 17 | 14
==> layer usage <==
layer | up-vias | global-route usage, % | share of wire, % | routed length (um)
met5 | - | 0 | 0 | 0
met4 | 0 | 1.911 | 1.7 | 114
met3 | 9 | 1.334 | 2.6 | 177
met2 | 40 | 20.01 | 45 | 3002
met1 | 1330 | 17.90 | 51 | 3437
li1 | 1476 | - | - | -
==> critical path, cell delays in order (launching register included) <==
cell	delay (ps)
dfxtp_2	330
inv_2	50
ha_4	150
or2_4	230
ha_4	220
nand4bb_4	230
o221a_1	250
o311ai_4	290
a211o_4	160
inv_4	40
mux2_4	290
or4_4	520
a22oi_2	150
buf_2	110
==> per-stage QoR <==
stage	TNS (ps)	utilization, %	instance area [um2]	setup WS, ps
CTS	-827.5	39.99	4110	-159.3
global placement	-1658	37.47	3851	-359.0
finish	-456.9	41.11	4225	-116.6
floorplan	0	-	3202	13.92
detailed placement	-1951	37.47	3851	-382.3
global route	-1651	41.11	4225	-241.9
==> flip-flops by register name, indices dropped and copies added (netlist names), named ones only <==
name / count
cnt.segundos: 6
enable_relogio: 1
cnt.leds: 6
cnt.minutos: 6
cnt.horas: 5
btn1_ultimo: 1
btn0_ultimo: 1
minutos_ajustado: 6
horas_ajustado: 5
==> cell families (layout without fill, tap and decap cells) <==
family | after synthesis | in the layout | share of synthesized area, %
AOI/OAI and AO/OA | 98 | 98 | 21.64
xor gates and xnor gates | 12 | 12 | 3.311
adders and majority gates | 33 | 33 | 13.01
buffers and inverters | 41 | 116 | 6.977
DFF | 40 | 40 | 27.99
muxes | 15 | 15 | 5.124
other | 2 | 4 | 0.2366
and+or+nand+nor | 133 | 133 | 21.72
No activity file was given, so power comes from the tool's default toggle rates.
